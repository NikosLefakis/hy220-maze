### flow/run.sh
#!/bin/bash
# OpenROAD 26Q1-2900-gdf79404cd8, Yosys 0.63+post, stock flow scripts
make -C /OpenROAD-flow-scripts/flow DESIGN_CONFIG=/design/flow/config.mk WORK_HOME=/design/flow/orfs finish
### flow/config.mk
export PLATFORM = sky130hd
export DESIGN_NAME = vga_maze_top
export DESIGN_NICKNAME = vga_maze_top
export VERILOG_FILES = /design/flow/design.v
export SDC_FILE = /design/flow/constraint.sdc
export NUM_CORES = 4
export LEC_CHECK = 1
export CORE_AREA = 10 10 83 83
export DIE_AREA = 0 0 93 93
export SYNTH_HDL_FRONTEND = slang
export SYNTH_MEMORY_MAX_BITS = 65536
### flow/constraint.sdc
current_design vga_maze_top

set clk_period 2.3
set clk_io_pct 0.2

create_clock -name clk0 -period $clk_period [get_ports {clk}]

set non_clock_inputs [all_inputs -no_clocks]
set_input_delay [expr $clk_period * $clk_io_pct] -clock clk0 $non_clock_inputs
set_output_delay [expr $clk_period * $clk_io_pct] -clock clk0 [all_outputs]
### flow/design.v
module rom #(
  parameter size  = 2048,
  parameter width = 16,
  parameter file  = "file.rom",
  parameter asize = $clog2(size)
)
(
  input clk,
  input en,
  input [asize-1:0] addr,
  output logic [width-1:0] dout
);
logic [width-1:0] rom_array [0 : (size-1)];
always_ff @(posedge clk) begin
  if ( en ) begin
    dout <= rom_array[addr];
  end
end
initial begin
  $readmemh(file, rom_array);
end
endmodule
module vga_frame(
  input logic clk,
  input logic rst,
  input logic i_pix_valid,
  input logic [9:0] i_col,
  input logic [9:0] i_row,
  input logic [5:0] i_player_bcol,
  input logic [5:0] i_player_brow,
  input logic [5:0] i_exit_bcol,
  input logic [5:0] i_exit_brow,
  output logic [3:0] o_red,
  output logic [3:0] o_green,
  output logic [3:0] o_blue
);
logic [15:0] maze_pixel;
logic [15:0] player_pixel;
logic [15:0] exit_pixel;
logic [10:0] maze_addr;
logic [7:0] player_addr ;
logic [7:0] exit_addr ;
logic [9:0] tmp_row,tmp_col;
logic tmp_pix_valid;
always_ff @(posedge clk)  begin
  if (rst) begin
    tmp_col <= 0;
    tmp_row <= 0;
    tmp_pix_valid <= 0;
  end
  else begin
    tmp_col <= i_col;
    tmp_row <= i_row;
    tmp_pix_valid <= i_pix_valid;
  end
end
always_comb begin
    maze_addr = (i_col >> 4) + ((i_row >> 4) << 6);
    player_addr = (i_row & 4'b1111) + ((i_col & 4'b1111) << 4);
    exit_addr = (i_row & 4'b1111) + ((i_col & 4'b1111) << 4);
  if (tmp_pix_valid) begin
    if (i_player_bcol == (tmp_col >> 4) && i_player_brow == (tmp_row >> 4)) begin
      o_red = player_pixel[11:8];
      o_green = player_pixel[7:4];
      o_blue = player_pixel[3:0];
    end
    else if (i_exit_bcol == (tmp_col >> 4) && i_exit_brow == (tmp_row >> 4)) begin
      o_red = exit_pixel[11:8];
      o_green = exit_pixel[7:4];
      o_blue = exit_pixel[3:0];
    end
    else begin
      o_red = maze_pixel[11:8];
      o_green = maze_pixel[7:4];
      o_blue = maze_pixel[3:0];
    end
  end
  else begin
    o_red = 0;
    o_green = 0;
    o_blue = 0;
  end
end
rom #(
  .size(2048),
  .file("/home/n1ckos/Downloads/lab2_code/roms/maze1.rom") 
)
maze_rom (
  .clk(clk),
  .en(i_pix_valid),
  .addr(maze_addr),
  .dout(maze_pixel)
);
rom #(
    .size(256),
    .file("/home/n1ckos/Downloads/lab2_code/roms/player.rom")
)
player_rom (
  .clk(clk),
  .en(i_pix_valid),
  .addr(player_addr),
  .dout(player_pixel)
);
rom #(
    .size(256),
    .file("/home/n1ckos/Downloads/lab2_code/roms/exit.rom")
)
exit_rom(
  .clk(clk),
  .en(i_pix_valid),
  .addr(exit_addr),
  .dout(exit_pixel)
);   
endmodule
module vga_maze_top(
  input logic clk,
  input logic rst,
  input  logic [7:0] i_dip,
  output logic o_hsync,
  output logic o_vsync,
  output logic [3:0] o_red,
  output logic [3:0] o_green,
  output logic [3:0] o_blue
);
logic pixel_valid;
logic [9:0] col;
logic [9:0] row;
vga_sync vs (
  .clk(clk),
  .rst(rst),
  .o_pix_valid(pixel_valid),
  .o_col(col),
  .o_row(row),
  .o_hsync(o_hsync),
  .o_vsync(o_vsync)
);
logic [5:0] p_bcol;
logic [5:0] p_brow;
logic [5:0] e_bcol;
logic [5:0] e_brow;
assign p_bcol = {2'b0,i_dip[3:0]};
assign p_brow = {2'b0,i_dip[7:4]};
assign e_bcol = 6'd37;
assign e_brow = 6'd22;
vga_frame vf (
  .clk(clk),
  .rst(rst),
  .i_pix_valid(pixel_valid),
  .i_col(col),
  .i_row(row),
  .i_player_bcol(p_bcol),
  .i_player_brow(p_brow),
  .i_exit_bcol(e_bcol),
  .i_exit_brow(e_brow),
  .o_red(o_red),
  .o_green(o_green),
  .o_blue(o_blue)
);
endmodule
module vga_sync(
  input logic clk,
  input logic rst,
  output logic o_pix_valid,
  output logic [9:0] o_col,
  output logic [9:0] o_row,
  output logic o_hsync,
  output logic o_vsync
);
parameter int FRAME_HPIXELS     = 640;
parameter int FRAME_HFPORCH     = 16;
parameter int FRAME_HSPULSE     = 96;
parameter int FRAME_HBPORCH     = 48;
parameter int FRAME_MAX_HCOUNT  = 800;
parameter int FRAME_VLINES      = 480;
parameter int FRAME_VFPORCH     = 10;
parameter int FRAME_VSPULSE     = 2;
parameter int FRAME_VBPORCH     = 29;
parameter int FRAME_MAX_VCOUNT  = 521;
logic [9:0] hcnt ;   
logic hcnt_clr ;     
logic hs_set ;        
logic hs_clr ;      
logic hsync ;        
logic hsync_tmp ;   
logic [9:0] vcnt ;  
logic vcnt_clear ;     
logic vs_set ;        
logic vs_clr ;         
logic vsync ;          
always_ff @(posedge clk ) begin
    if(rst) begin
        hcnt <= 0;
        hsync <= 0;
        hsync_tmp<= 0;
     end 
     else begin
        hsync <= ((~hs_clr)  & ( hsync | hs_set ));
        hsync_tmp <= hsync;
        if (~hcnt_clr) begin    
           hcnt <= hcnt + 1;
        end 
        else begin  
           hcnt <= 0;
         end
      end
    if(rst) begin
        vcnt <=0 ; 
        vsync<=0;
    end else begin
        vsync <= ~vs_clr & (vs_set | vsync);
        if(vcnt_clear) begin
            vcnt <= 0; 
        end else begin
            if(hcnt_clr) begin
                vcnt <= vcnt +1;
             end else begin
                vcnt <= vcnt;
             end
         end    
     end   
end 
always_comb begin
       hcnt_clr = (hcnt == (FRAME_MAX_HCOUNT - 1)) ; 
       vcnt_clear = (hcnt_clr  & (vcnt == (FRAME_MAX_VCOUNT -1)));
        hs_clr = (hcnt == (FRAME_HPIXELS +  FRAME_HFPORCH + FRAME_HSPULSE - 1 ));  
        hs_set = (hcnt == (FRAME_HPIXELS + FRAME_HFPORCH -1));
        vs_set = ((vcnt == (FRAME_VLINES + FRAME_VFPORCH - 1)) & hcnt_clr);
        vs_clr = (vcnt == (FRAME_VLINES + FRAME_VFPORCH + FRAME_VSPULSE -1) & hcnt_clr);
        o_vsync = ~vsync ;      
        o_col = hcnt ;    
        o_pix_valid = (hcnt  < FRAME_HPIXELS) & ( vcnt < FRAME_VLINES ) ;     
        o_row = vcnt;  
        o_hsync = ~hsync_tmp;   
end
endmodule
==> results_dict.tcl <==
# implementation run metrics
set metrics [dict create \
    yosys.area.top_type_share_pct 38.2 \
    antenna_found_initial 0 \
    power_mw 0.685 \
    yosys_area_sq_mm 0.00120 \
    rsz0062_at_grt "no" \
    syn_avg_cell_area_sq_um 8.86 \
    drt_iter0_markers 23 \
    worstSetupStartpointType "register" \
    clk_path_buf_depth 2 \
    endpoint_kind "register" \
    fin_area_sq_mm 0.00129 \
    worstMarginPinSlew_ns 0.565 \
    worstPathArrival_ns 2.10 \
    setup_viol 0 \
    common_cells "dfxtp_1 (23), nor2_1 (20), buf_4 (12)" \
    status "finished clean" \
    die_x_um 93 \
    switching_share_pct 21.4 \
    clk_latency_ns 0.26 \
    grt_pass1_wl_mm 3.53 \
    first_pass_iters 4 \
    fillers 585 \
    finClkSkew_ns 0.00501 \
    synth.distinct_cells 32 \
    cts_setup_buffers 0 \
    placed_area_sq_mm 0.00124 \
    warning_count 35 \
    vias 849 \
    edf_count 0 \
    hold_class "register to register" \
    comb_power_share_pct 3.9 \
    cp_cell_sequence "ha_1 -> nand3_2 -> or4_4 -> or3_1 -> a21oi_1" \
    seqPwrFrac_pct 59.8 \
    path_class "register to register" \
    setup_slack_ns 0.399 \
    path_max_fanout 7 \
    die_y_um 93 \
    area_growth_pct 6.96 \
    port_buffers 3 \
    yosysTopAreaCell "dfxtp_1" \
    ios 24 \
    yosysSeqAreaShare_pct 38.2 \
    initial_core_util_pct 23.4 \
    pwr-share-clk_pct 36.4 \
    yosysCellCount 136 \
    crit_path_max_incr_delay_ns 0.61 \
    track_usage_pct 4.73 \
    slew_viol_final 0 \
    via_per_inst 4.10 \
    worstPathRequired_ns 2.50 \
    cpMaxStageDelayCell "or4_4" \
    fin_cells 207 \
    core_area_sq_mm 0.00514 \
    finalClockPeriodUsage_pct 82.7 \
    drc 0 \
    htree_num_levels 1 \
    ff_type "dfxtp_1" \
    syn_area_sq_mm 0.00120 \
    syn_inst 136 \
    tns_ns 0 \
    switching_power_mw 0.147 \
    peakVddDrop_mv 0.221 \
    min_period_ns 1.90 \
    antenna_cells 0 \
    drive_gt1_share_pct 8.76 \
    hold_viol 0 \
    slew_headroom_pct 62.0 \
    die_area_sq_mm 0.00865 \
    row_count 26 \
    top_cell "dfxtp_1" \
    p_int_mw 0.538 \
    wl_mm 2.06 \
    post_cts_resized 0 \
    drv_cap 0 \
    antenna_left 0 \
    cts_tree "built" \
    cts_hold_buf 0 \
    cts_root_buf "clkbuf_8" \
    path_clk_slew_ns 0.08 \
    synth-seq-cells 23 \
    p_per_area_mw_per_mm2 531 \
    post-place-cells 203 \
    yosysWarnings 0 \
    pre_cts_ws_ns 0.433 \
    grt-ovfl-total 0 \
    cts.sinks 23 \
    area_leaders "dfxtp_1 (38%), buf_4 (7.5%), xnor2_1 (7.3%), nor2_1 (6.2%), ha_1 (4.2%)" \
    place_hpwl_mm 1.48 \
    synthArstFlopShare_pct 0 \
    grt_pass1_vias 796 \
    max_freq_ghz 0.526 \
    drt-wirelength-per-cell_um 9.93 \
    cts_buffers 3 \
    grt_max_degree 14 \
    p_leak_nw 0.466 \
    place_congestion 0.768 \
]
[critical path: cells and delay by family (launching register included)]
kind | cells | cell delay, ns
AND/OR/NAND/NOR | 3 | 1.11
AND-OR/OR-AND | 1 | 0.13
flip-flops | 1 | 0.36
adder cells (fa/ha/maj) | 1 | 0.23
[per-layer routing]
metal | vias up | share of wire, % | track usage (%)
li1 | 442 | - | -
met1 | 383 | 50 | 6.78
met2 | 22 | 43 | 7.01
met3 | 2 | 5.8 | 1.45
met4 | 0 | 1.3 | 0.643
met5 | - | 0 | 0
[flip-flops by register name, summed over array words and instances (netlist names)]
name / flops
vs.vsync: 1
vs.hsync_tmp: 1
vs.hsync: 1
vs.o_col: 10
vs.o_row: 10
[cell usage in the layout (no fill, tap or decap), types with 2 or more instances in the layout]
| cell | count |
|---|---|
| xnor2_1 | 10 |
| nor2_1 | 20 |
| ha_1 | 4 |
| a31o_2 | 2 |
| o21ai_0 | 2 |
| nor3_1 | 3 |
| clkdlybuf4s50_1 | 3 |
| xor2_1 | 4 |
| or3_1 | 2 |
| nand4bb_1 | 2 |
| nand2_1 | 5 |
| nand3_1 | 4 |
| nor4_1 | 5 |
| nand4_1 | 6 |
| and3_1 | 3 |
| mux2i_1 | 2 |
| a21oi_1 | 5 |
| inv_1 | 6 |
| conb_1 | 12 |
| dfxtp_1 | 23 |
| clkbuf_8 | 3 |
[layout make-up]
cell class,instances,area [sq um],share of cell area (%)
repair buffers,3,30.0,2.33
inverters,6,22.5,1.75
well taps,70,87.6,6.80
clock buffers,3,41.3,3.20
flip-flops and latches,23,460,35.7
clock inverters,1,5.00,0.388
multi-input cells,101,642,49.8
[metrics by stage]
step	hold WS (ns)	util [%]
after floorplan	0.406	-
after global placement	0.430	24.2
after detailed placement	0.439	24.2
after CTS	0.455	25.1
after global routing	0.489	25.1
final	0.453	25.1
[power groups by stage]
stage | registers [mW] | logic (mW) | clock network, mW
final | 0.409 | 0.0264 | 0.249
after CTS | 0.409 | 0.0280 | 0.258
after global routing | 0.410 | 0.0308 | 0.278
[path summary, 6_finish.rpt]
kind | cells after the start | start | slack, ns | endpoint
max | 5 | vs.o_col[0] | 0.40 | vs.o_row[7]
min | 1 | vs.o_col[0] | 0.45 | vs.o_col[0]
max reg2reg | 5 | vs.o_col[0] | 0.40 | vs.o_row[7]
min reg2reg | 1 | vs.o_col[0] | 0.45 | vs.o_col[0]
[cell families after synthesis]
logic type | Yosys count | synth area share, %
compound gates | 11 | 6.02
xor+xnor | 14 | 10.2
fa+ha+maj | 4 | 4.15
buf+inv | 23 | 11.9
flops | 23 | 38.2
mux | 2 | 1.66
other cells | 1 | 0.311
simple gates | 58 | 27.5
Power and IR drop assume default switching activity.
